File: flow/run.sh
#!/bin/bash
# OpenROAD 26Q1-2900-gdf79404cd8, Yosys 0.63+post, stock flow scripts
make -C /OpenROAD-flow-scripts/flow DESIGN_CONFIG=/design/flow/config.mk WORK_HOME=/design/flow/orfs finish
File: flow/design.v
module pipe
#(
    parameter integer D_W = 8,
    parameter integer pipes = 10
)
(
    input                     clk,
    input                     rst,
    input   wire    [D_W-1:0]  in_p,
    output  wire    [D_W-1:0]  out_p
);
reg [D_W-1:0]    regs    [pipes-1:0];
always@(posedge clk) begin
    if (rst) begin
        regs[0] <= 0;
    end else begin
        regs[0] <= in_p;
    end
end
assign  out_p = regs[pipes-1]; 
genvar x;
    for (x=1;x<pipes;x=x+1) begin
        always@(posedge clk) begin
            if(rst) begin
                regs[x] <= 0;
            end else begin
                regs[x] <= regs[x-1];
            end
        end
    end
endmodule
File: flow/constraint.sdc
current_design pipe

set clk_period 1.0
set clk_io_pct 0.2

create_clock -name clk0 -period $clk_period [get_ports {clk}]

set non_clock_inputs [all_inputs -no_clocks]
set_input_delay [expr $clk_period * $clk_io_pct] -clock clk0 $non_clock_inputs
set_output_delay [expr $clk_period * $clk_io_pct] -clock clk0 [all_outputs]
File: flow/config.mk
export PLATFORM = sky130hd
export DESIGN_NAME = pipe
export DESIGN_NICKNAME = pipe
export VERILOG_FILES = /design/flow/design.v
export SDC_FILE = /design/flow/constraint.sdc
export NUM_CORES = 4
export LEC_CHECK = 1
export CORE_UTILIZATION = 40
export SYNTH_HDL_FRONTEND = slang
==> impl_metrics.ini <==
; physical design summary
[global_routing]
grt_antenna_before_repair = 0
grt_max_degree = 42
grt_pass1_vias = 804
grt.total_usage = 0.0782
grt_pass1_wl_mm = 3.46
overflow = 0

[yosys]
top_cells_by_count = dfxtp_1 (80), nor2b_1 (80), buf_2 (8), buf_4 (8)
area_leaders = dfxtp_1 (73%), nor2b_1 (23%), buf_4 (2.7%)
syn-instance-count = 176
largest_area_cell = dfxtp_1
ys_area_um2 = 2200
simple_gate_area_frac = 0.227
synthAoiAreaFrac = 0
xor_share = 0
logic_family = simple AND/OR/NAND/NOR gates
async_flop_share = 0
ys.flops = 80
syn_area_um2 = 2200
avgSynthCellArea_um2 = 12.5
synth-main-ff-cell = dfxtp_1
synth-edff-count = 0
synth-warning-count = 0
mux_share = 0
yosysTopAreaCellShare = 0.727
synth.distinct_cells = 4
synth_stat.cells = 176
synth_seq_share = 0.727
adder_share = 0

[hold_path]
worstHoldStart = rst
hold_path_depth = 3
min_to = regs[4][8]
hp-class = input port to flip-flop

[placement]
numPlacedInstances = 249
finalWeightedCongestion = 0.644
dp_hpwl_um = 964
io_buffer_count = 17
dp_worst_setup_slack_ns = 0.0628
place_area_um2 = 2390

[setup_path]
crit_required_ns = 0.80
path_cells = buf_2
r2r-start = regs[2][1]
rr_endpoint = regs[2][9]
end_kind = output port
cp_slowest_cell = dfxtp_1
worstPathArrival_ns = 0.72
cpLargestDelayFamily = flip-flops
crit_type = flip-flop to output port
worstPathMaxFanout = 1
r2r_cells = 1
slowest_delay_ns = 0.30
start_kind = flip-flop
cp_num_buf_inv = 1
r2r_setup_slack_ns = 0.47

[power_and_ir_drop]
p_leak_nw = 1.02
p_sw_frac = 0.195
p_per_area_nw_per_um2 = 2120
power.share.combinational = 0.024
finalPower_mw = 5.35
pwr-share-seq = 0.606
clkPwrFrac = 0.370
intPower_mw = 4.31
switchingPower_mw = 1.04
peakVddDrop_v = 0.00108

[floorplan]
core_um2 = 5200
die_area_um2 = 5810
io_pins = 18
initial_core_util = 0.423
num_rows = 26
die_w_um = 76.2
fp.dieH_um = 76.2

[clocking]
postCtsSetupBuffers = 0
root_buffer = clkbuf_8
clkLatencyLatePin_ns = 0.33
clock_sinks = 80
cts.path.max_buffers = 2
cts_tree = done
path_clk_slew_ns = 0.07
numCtsBuffers = 9
ctsHtreeMaxLevel = 3

[sta]
report.final.slew_viol_count = 0
fin_skew_ns = 0.00407
finalHoldWorstSlack_ns = 0.313
final.setup.tns_ns = 0
worst_pin_slew_ns = 0.164
period_minus_slack_ns = 0.923
finalCritPeriodShare = 0.923
grt_setup_unrepaired = no
hold_viol = 0
slew-limit-headroom = 0.891
setup_viol = 0
setup_slack_ns = 0.0768
fmax_mhz = 1080

[status]
status = completed

[layout]
largest_reg_flops = 80
top_regs = regs x80
fillCellCount = 462
area_growth_pct = 14.7
postLayoutCoreUtil = 0.485
regMostFlops = regs
fin_cells = 264
drive_gt1_frac = 0.134
design_area_um2 = 2530

[drt]
vias = 1013
drt_wl_total_mm = 1.93
drtIter0Drc = 32
wl_per_cell_um = 7.32
drc = 0
diodes = 0
dr.pass1.iters = 3
vias_per_cell = 3.84
drtAntennaViolNets = 0

[run]
maxCapViolations = 0
log.warning_count = 25
## cell type report
type / instances / area, um^2 / area share
clock buffer: 11 / 151 / 0.0599
clock inverter: 4 / 20.0 / 0.00792
multi-input combinational: 80 / 500 / 0.198
sequential: 80 / 1600 / 0.634
timing repair buffer: 19 / 165 / 0.0654
tap: 70 / 87.6 / 0.0347
## kinds of logic after synthesis
| group | count (synthesis) |
|---|---|
| buf+inv | 16 |
| flops | 80 |
| simple gates | 80 |
## timing repair
item	in CTS	in global routing
resized	24	0
endpoints found under the setup margin	8	0
hold buffers	0	0
## routing by layer
| layer | global-route usage | vias to the layer above | routed length (um) |
|---|---|---|---|
| li1 | - | 544 | - |
| met1 | 0.103 | 436 | 936 |
| met2 | 0.111 | 28 | 763 |
| met3 | 0.0511 | 5 | 181 |
| met4 | 0.0173 | 0 | 52 |
| met5 | 0 | - | 0 |
## worst max-delay path by stage
stage / startpoint / endpoint / slack [ns] / cells after the start
4_1_cts: regs[4][13] / out_p[5] / 0.05 / 1
5_1_grt: regs[4][12] / out_p[4] / 0.02 / 1
6_report: regs[4][13] / out_p[5] / 0.08 / 1
## power groups by stage
stage     Clock, mW  Combinational (mW)  Sequential [mW]
4_1_cts        2.07               0.134             3.24
5_1_grt        2.24               0.146             3.25
6_report       1.98               0.130             3.24
## placed cells by master (no fill, tap or decap), drive strengths merged
cell	netlist	routed
clkbuf	0	11
clkdlybuf4s50	0	8
buf	16	11
nor2b	80	80
clkinv	0	4
dfxtp	80	80
Power figures rest on the tool's default switching activity, not on a simulated workload.
